==> flow/design.v <==
module edgeDetector(clk, in, pos, neg);
input clk, in;
output reg pos, neg;
initial pos = 0;
initial neg = 0;
reg buffer;
always @(posedge clk) begin
  buffer <= in;
  if (!(in == buffer)) begin
    if (in) begin
      pos <= 1;
      neg <= 0;
    end else begin
      neg <= 1;
      pos <= 0;
    end
  end else begin
    pos <= 0;
    neg <= 0;
  end
end
endmodule
module testEdgeDetector;
  reg clk;
  initial clk = 0;
  always #10 clk=~clk;
  reg in;
  initial in = 0;
  wire pos,neg;
  edgeDetector ED (clk, in, pos, neg);
  initial begin
    #40
    in=1;
    #100;
    in=0;
    #25
    in=1;
    #30
    in=0;
  end
endmodule
module halfAndHalfBringup(clk, sw, gpioBank1, gpioBank2);
  input clk;
  input[7:0] sw;
  output[3:0] gpioBank1, gpioBank2;
  reg reset, en;
  initial reset = 0;
  initial en = 1;
  wire outG;
  squareWave #(392) G4 (clk, outG);
  assign gpioBank1[0] = outG & sw[7];
  wire outA;
  squareWave #(440) A4 (clk, outA);
  assign gpioBank1[1] = outA & sw[6];
  wire outB;
  squareWave #(494) B4 (clk, outB);
  assign gpioBank1[2] = outB & sw[5];
  wire outC;
  squareWave #(523) C4 (clk, outC);
  assign gpioBank1[3] = outC & sw[4];
  wire nsqG, nposG, nnegG;
  wire[7:0] qG;
  lfsr noiseG (clk, reset, nposG, qG);
  squareWave #(392*8) nG4 (clk, nsqG);
  edgeDetector ED_G (clk, nsqG, nposG, nnegG);
  assign gpioBank2[0] = qG[0] & sw[3];
  wire nsqA, nposA, nnegA;
  wire[7:0] qA;
  lfsr noiseA (clk, reset, nposA, qA);
  squareWave #(440*8) nA4 (clk, nsqA);
  edgeDetector ED_A (clk, nsqA, nposA, nnegA);
  assign gpioBank2[1] = qA[0] & sw[2];
  wire nsqB, nposB, nnegB;
  wire[7:0] qB;
  lfsr noiseB (clk, reset, nposB, qB);
  squareWave #(494*8) nB4 (clk, nsqB);
  edgeDetector ED_B (clk, nsqB, nposB, nnegB);
  assign gpioBank2[2] = qB[0] & sw[1];
  wire nsqC, nposC, nnegC;
  wire[7:0] qC;
  lfsr noiseC (clk, reset, nposC, qC);
  squareWave #(523*8) nC4 (clk, nsqC);
  edgeDetector ED_C (clk, nsqC, nposC, nnegC);
  assign gpioBank2[3] = qC[0] & sw[0];
endmodule
module lfsr(clk, reset, en, q);
  input clk, reset, en;
  output reg[7:0] q; 
  initial  q = 8'd1;
  always @(posedge clk or posedge reset) begin
    if (reset)
      q <= 8'd1;  
    else if (en)
      q <= {q[6:0], q[7] ^ q[5] ^ q[4] ^ q[3]};  
  end
endmodule
module NoiseWaveBringup(clk, sw, gpioBank1);
  input clk;
  input[7:0] sw;
  output[3:0] gpioBank1;
  reg reset, en;
  initial reset = 0;
  initial en = 1;
  wire sqG, posG, negG;
  wire[7:0] qG;
  lfsr noiseG (clk, reset, posG, qG);
  squareWave #(392*8) G4 (clk, sqG);
  edgeDetector ED_G (clk, sqG, posG, negG);
  assign gpioBank1[0] = qG[0] & sw[7];
  wire sqA, posA, negA;
  wire[7:0] qA;
  lfsr noiseA (clk, reset, posA, qA);
  squareWave #(440*8) A4 (clk, sqA);
  edgeDetector ED_A (clk, sqA, posA, negA);
  assign gpioBank1[1] = qA[0] & sw[6];
  wire sqB, posB, negB;
  wire[7:0] qB;
  lfsr noiseB (clk, reset, posB, qB);
  squareWave #(494*8) B4 (clk, sqB);
  edgeDetector ED_B (clk, sqB, posB, negB);
  assign gpioBank1[2] = qB[0] & sw[5];
  wire sqC, posC, negC;
  wire[7:0] qC;
  lfsr noiseC (clk, reset, posC, qC);
  squareWave #(523*8) C4 (clk, sqC);
  edgeDetector ED_C (clk, sqC, posC, negC);
  assign gpioBank1[3] = qC[0] & sw[4];
endmodule
module squareWave (clk, out);
  parameter desiredFreq = 440;
  parameter clkFreq = 50000000;
  parameter clkDivider = clkFreq/desiredFreq/2;
  input clk;
  output reg out;
  initial out = 0;
  reg[31:0] counter;
  initial counter = 0;
  always @(posedge clk) begin
    if (counter == clkDivider-1) begin
      counter <= 0;
      out <= ~out;
    end else begin
      counter <= counter + 1;
    end
  end
endmodule
module squareWaveBringup(clk, sw, gpioBank1);
  input clk;
  input[7:0] sw;
  output[3:0] gpioBank1;
  wire outG;
  squareWave #(392) G4 (clk, outG);
  assign gpioBank1[0] = outG & sw[7];
  wire outA;
  squareWave #(440) A4 (clk, outA);
  assign gpioBank1[1] = outA & sw[6];
  wire outB;
  squareWave #(494) B4 (clk, outB);
  assign gpioBank1[2] = outB & sw[5];
  wire outC;
  squareWave #(523) C4 (clk, outC);
  assign gpioBank1[3] = outC & sw[4];
endmodule
==> flow/run.sh <==
#!/bin/bash
# OpenROAD 26Q1-2900-gdf79404cd8, Yosys 0.63+post, stock flow scripts
make -C /OpenROAD-flow-scripts/flow DESIGN_CONFIG=/design/flow/config.mk WORK_HOME=/design/flow/orfs finish
==> flow/config.mk <==
export PLATFORM = sky130hd
export DESIGN_NAME = halfAndHalfBringup
export DESIGN_NICKNAME = halfAndHalfBringup
export VERILOG_FILES = /design/flow/design.v
export SDC_FILE = /design/flow/constraint.sdc
export NUM_CORES = 4
export LEC_CHECK = 1
export CORE_UTILIZATION = 50
==> flow/constraint.sdc <==
current_design halfAndHalfBringup

set clk_period 4.5
set clk_io_pct 0.2

create_clock -name clk0 -period $clk_period [get_ports {clk}]

set non_clock_inputs [all_inputs -no_clocks]
set_input_delay [expr $clk_period * $clk_io_pct] -clock clk0 $non_clock_inputs
set_output_delay [expr $clk_period * $clk_io_pct] -clock clk0 [all_outputs]
==> flow_summary.json <==
{
  "crit_fanout": 1,
  "routedWlPerCell_um": 12.9,
  "p_int_mw": 4.50,
  "chipArea_um2": 26100,
  "ys.flops": 304,
  "grt.overflow.total": 0,
  "synth_seq_share_pct": 50.9,
  "initial_core_util_pct": 50.7,
  "clk_transition_reported_paths_ns": 0.05,
  "drt_iter0_markers": 438,
  "syn_area_um2": 12700,
  "fin_cells": 1678,
  "cts_max_level": 2,
  "startpoint": "sw[4]",
  "cts_resized": 0,
  "ios": 17,
  "cts_tree": "done",
  "grt_pass1_wl_um": 38800,
  "grt_util_all_layers_pct": 18.2,
  "netlist_top_cells_area": "dfxtp_1 42%, xnor2_1 9.9%, edfxtp_1 9.4%, xor2_1 6.7%, nand4_1 4.2%",
  "place.gp.congestion": 0.823,
  "first_pass_iters": 5,
  "row_count": 58,
  "fillCellCount": 2159,
  "crit_arrival_ns": 1.92,
  "slew_viol_final": 0,
  "max_freq_ghz": 0.355,
  "p_sw_mw": 1.05,
  "numCtsBuffers": 35,
  "met3_usage_pct": 2.44,
  "drc_errors": 0,
  "power_frac_comb_pct": 0.1,
  "die_height_um": 162,
  "yosys_area_um2": 12700,
  "ys_cells": 1290,
  "postPlaceCellArea_um2": 13300,
  "cp_data_required_time_ns": 3.60,
  "tool_warnings": 33,
  "worstSetupEndpointType": "output port",
  "outcome": "finished clean",
  "die_w_um": 162,
  "clkLatencyLatePin_ns": 0.50,
  "drive_gt1_share_pct": 6.08,
  "power_density_nw_per_um2": 385,
  "num_vias": 8900,
  "post_cts_buffers": 0,
  "hold_viol": 0,
  "routed_wl_um": 21700,
  "cts.path.max_buffers": 3,
  "grt_use_met1_pct": 30.5,
  "antenna_found_initial": 0,
  "maxSlewHeadroom_pct": 42.3,
  "synthCells": 1290,
  "timing.rr.start": "C4.counter[23]",
  "whs_ns": 0.381,
  "rsz0062_at_grt": "false",
  "min_period_ns": 2.82,
  "grt_pass1_vias": 8398,
  "clock_sinks": 304,
  "port_buffers": 16,
  "gr-max-usage-layer": "met1",
  "ant_nets": 0,
  "yosysWarnings": 11,
  "crit_path_start_kind": "input pin",
  "clock_skew_ns": 0.00642,
  "fin_util_pct": 57.4,
  "antenna_cells_inserted": 0,
  "worstHoldStart": "ED_A.buffer",
  "syn_to_final_growth_pct": 13.3,
  "power_frac_seq_pct": 49.4,
  "ir_worst_vdd_mv": 0.332,
  "postSynthAreaPerCell_um2": 9.87,
  "top_area_share_pct": 41.5,
  "clkPwrFrac_pct": 50.5,
  "worst_pin_slew_ns": 0.859,
  "fin_area_um2": 14400,
  "hold_class": "reg -> reg",
  "p_leak_nw": 5.29,
  "setup_viol": 0,
  "synth.distinct_cells": 44,
  "dp.cells": 1616,
  "holdBufCountCts": 0,
  "period_used_pct": 62.6,
  "grt_max_degree": 14,
  "hpwl_um": 14000,
  "sw_frac_of_total_pct": 18.9,
  "met2_usage_pct": 26.1,
  "setup-tns-final_ns": 0,
  "coreArea_um2": 25100,
  "path_class": "in -> out",
  "root_buffer": "clkbuf_16",
  "viasPerCell": 5.30,
  "drv_cap": 0,
  "yosysTopAreaCell": "dfxtp_1"
}
## area by class of cell
| cell class | count | area [µm²] | share of cell area, % |
|---|---|---|---|
| Clock buffer | 50 | 1030 | 7.12 |
| Inverter | 44 | 165 | 1.15 |
| Tap cell | 330 | 413 | 2.86 |
| Timing Repair Buffer | 23 | 213 | 1.48 |
| Multi-Input combinational cell | 915 | 5980 | 41.5 |
| Sequential cell | 304 | 6490 | 45.0 |
| Clock inverter | 12 | 133 | 0.920 |
## power by group through the flow
stage | clock network, mW | logic, mW | registers, mW
CTS | 2.89 | 0.00669 | 2.74
global route | 3.00 | 0.00722 | 2.74
finish | 2.80 | 0.00660 | 2.74
## sequential cells by signal, summed over array words and instances (netlist names), 8 cells and up
| signal | count |
|---|---|
| A4.counter | 32 |
| B4.counter | 32 |
| C4.counter | 32 |
| G4.counter | 32 |
| nA4.counter | 32 |
| nB4.counter | 32 |
| nC4.counter | 32 |
| nG4.counter | 32 |
| noiseA.q | 8 |
| noiseB.q | 8 |
| noiseC.q | 8 |
| noiseG.q | 8 |
## worst paths after layout
path / to / slack [ns] / depth (start not counted)
setup reg to reg: C4.out / 2.13 / 3
hold reg to reg: ED_A.pos / 0.38 / 1
hold / removal: ED_A.pos / 0.38 / 1
setup / recovery: gpioBank1[3] / 1.68 / 3
## layout by cell type (no fill, tap or decap), types with 3 or more instances in the layout
master,n
xor2_1,98
nor3_2,3
nor4b_1,13
nand4_1,86
nor3_1,53
nor4_1,57
and4_1,26
nand4b_1,3
ha_1,16
clkinv_2,7
a21oi_1,5
clkbuf_1,9
or2_2,3
nand3_1,101
edfxtp_1,40
inv_1,44
buf_4,7
xnor2_1,144
o21ai_0,3
nand2_1,82
clkbuf_8,3
nor2_1,122
and2_1,13
clkdlybuf4s50_1,16
or3_1,11
clkbuf_16,38
nor4_2,14
bufinv_16,3
dfxtp_1,264
or4_1,9
and3_1,33
## metrics by stage
stage,setup slack [ns],total power [mW]
5_1_grt,1.61,5.74
3_3_place_gp,1.69,2.81
3_5_place_dp,1.68,2.81
4_1_cts,1.68,5.64
6_report,1.68,5.55
2_1_floorplan,2.54,2.80
## cells in the mapped netlist, drive strengths merged
| master | n |
|---|---|
| a211o | 1 |
| a21oi | 5 |
| a2bb2oi | 1 |
| and2 | 13 |
| and3 | 33 |
| and4 | 26 |
| buf | 8 |
| clkbuf | 19 |
| dfxtp | 264 |
| edfxtp | 40 |
| ha | 16 |
| inv | 44 |
| nand2 | 82 |
| nand2b | 1 |
| nand3 | 102 |
| nand4 | 87 |
| nand4b | 3 |
| nor2 | 122 |
| nor2b | 2 |
| nor3 | 56 |
| nor4 | 72 |
| nor4b | 13 |
| nor4bb | 2 |
| o211ai | 2 |
| o21a | 1 |
| o21ai | 4 |
| o22ai | 1 |
| o311a | 1 |
| o311ai | 2 |
| or2 | 4 |
| or3 | 11 |
| or3b | 1 |
| or4 | 9 |
| xnor2 | 144 |
| xor2 | 98 |
## critical path: stages
cell and delay, ns:
clkdlybuf4s50_1 0.45, and2_1 0.11, clkdlybuf4s50_1 0.45
## logic make-up (layout without fill, tap and decap cells)
group | count (synthesis) | in the layout | synth area share [%]
AOI/OAI and AO/OA | 18 | 18 | 0.934
adders and majority gates | 16 | 16 | 1.57
and+or+nand+nor | 639 | 639 | 27.7
buffers and inverters | 71 | 129 | 2.20
xor gates and xnor gates | 242 | 242 | 16.6
DFF | 304 | 304 | 50.9
## per-layer routing
layer | wire, µm | vias to the layer above
met5 | 0 | -
met2 | 9170 | 108
met1 | 11300 | 4099
li1 | - | 4653
met4 | 499 | 0
met3 | 688 | 40
No activity file was given, so power comes from the tool's default toggle rates.
