## flow/run.sh

```bash
#!/bin/bash
# OpenROAD 26Q1-2900-gdf79404cd8, Yosys 0.63+post, stock flow scripts
make -C /OpenROAD-flow-scripts/flow DESIGN_CONFIG=/design/flow/config.mk WORK_HOME=/design/flow/orfs finish
```

## flow/config.mk

```make
export PLATFORM = sky130hd
export DESIGN_NAME = noiseTestBringup
export DESIGN_NICKNAME = noiseTestBringup
export VERILOG_FILES = /design/flow/design.v
export SDC_FILE = /design/flow/constraint.sdc
export NUM_CORES = 4
export LEC_CHECK = 1
export CORE_UTILIZATION = 30
```

## flow/constraint.sdc

```tcl
current_design noiseTestBringup

set clk_period 7.6
set clk_io_pct 0.2

create_clock -name clk0 -period $clk_period [get_ports {clk}]

set non_clock_inputs [all_inputs -no_clocks]
set_input_delay [expr $clk_period * $clk_io_pct] -clock clk0 $non_clock_inputs
set_output_delay [expr $clk_period * $clk_io_pct] -clock clk0 [all_outputs]
```

## flow/design.v

```verilog
module edgeDetector(clk, in, pos, neg);
input clk, in;
output reg pos, neg;
initial pos = 0;
initial neg = 0;
reg buffer;
always @(posedge clk) begin
  buffer <= in;
  if (!(in == buffer)) begin
    if (in) begin
      pos <= 1;
      neg <= 0;
    end else begin
      neg <= 1;
      pos <= 0;
    end
  end else begin
    pos <= 0;
    neg <= 0;
  end
end
endmodule
module testEdgeDetector;
  reg clk;
  initial clk = 0;
  always #10 clk=~clk;
  reg in;
  initial in = 0;
  wire pos,neg;
  edgeDetector ED (clk, in, pos, neg);
  initial begin
    #40
    in=1;
    #100;
    in=0;
    #25
    in=1;
    #30
    in=0;
  end
endmodule
module noiseTestBringup(clk, sw, btn, gpioBank1, gpioBank2);
  input clk;
  input[7:0] sw;
  input[3:0] btn;
  output[3:0] gpioBank1, gpioBank2;
  reg reset, en;
  initial reset = 0;
  initial en = 1;
  assign gpioBank1 = sw[7:4];
  wire nsqG, nposG, nnegG;
  wire[7:0] qG;
  lfsr noiseG (clk, reset, nposG, qG);
  squareWave #(440) nG4 (clk, nsqG);
  edgeDetector ED_G (clk, nsqG, nposG, nnegG);
  assign gpioBank2[0] = qG[0] & btn[3];
  wire nsqA, nposA, nnegA;
  wire[7:0] qA;
  lfsr noiseA (clk, reset, nposA, qA);
  squareWave #(659) nA4 (clk, nsqA);
  edgeDetector ED_A (clk, nsqA, nposA, nnegA);
  assign gpioBank2[1] = qA[0] & btn[2];
  wire nsqB, nposB, nnegB;
  wire[7:0] qB;
  lfsr noiseB (clk, reset, nposB, qB);
  squareWave #(880) nB4 (clk, nsqB);
  edgeDetector ED_B (clk, nsqB, nposB, nnegB);
  assign gpioBank2[2] = qB[0] & btn[1];
  wire nsqC, nposC, nnegC;
  wire[7:0] qC;
  lfsr noiseC (clk, reset, nposC, qC);
  squareWave #(659*2) nC4 (clk, nsqC);
  edgeDetector ED_C (clk, nsqC, nposC, nnegC);
  assign gpioBank2[3] = qC[0] & btn[0];
endmodule
module lfsr(clk, reset, en, q);
  input clk, reset, en;
  output reg[7:0] q; 
  initial  q = 8'd1;
  always @(posedge clk or posedge reset) begin
    if (reset)
      q <= 8'd1;  
    else if (en)
      q <= {q[6:0], q[7] ^ q[5] ^ q[4] ^ q[3]};  
  end
endmodule
module NoiseWaveBringup(clk, sw, gpioBank1);
  input clk;
  input[7:0] sw;
  output[3:0] gpioBank1;
  reg reset, en;
  initial reset = 0;
  initial en = 1;
  wire sqG, posG, negG;
  wire[7:0] qG;
  lfsr noiseG (clk, reset, posG, qG);
  squareWave #(392*8) G4 (clk, sqG);
  edgeDetector ED_G (clk, sqG, posG, negG);
  assign gpioBank1[0] = qG[0] & sw[7];
  wire sqA, posA, negA;
  wire[7:0] qA;
  lfsr noiseA (clk, reset, posA, qA);
  squareWave #(440*8) A4 (clk, sqA);
  edgeDetector ED_A (clk, sqA, posA, negA);
  assign gpioBank1[1] = qA[0] & sw[6];
  wire sqB, posB, negB;
  wire[7:0] qB;
  lfsr noiseB (clk, reset, posB, qB);
  squareWave #(494*8) B4 (clk, sqB);
  edgeDetector ED_B (clk, sqB, posB, negB);
  assign gpioBank1[2] = qB[0] & sw[5];
  wire sqC, posC, negC;
  wire[7:0] qC;
  lfsr noiseC (clk, reset, posC, qC);
  squareWave #(523*8) C4 (clk, sqC);
  edgeDetector ED_C (clk, sqC, posC, negC);
  assign gpioBank1[3] = qC[0] & sw[4];
endmodule
module squareWave (clk, out);
  parameter desiredFreq = 440;
  parameter clkFreq = 50000000;
  parameter clkDivider = clkFreq/desiredFreq/2;
  input clk;
  output reg out;
  initial out = 0;
  reg[31:0] counter;
  initial counter = 0;
  always @(posedge clk) begin
    if (counter == clkDivider-1) begin
      counter <= 0;
      out <= ~out;
    end else begin
      counter <= counter + 1;
    end
  end
endmodule
module squareWaveBringup(clk, sw, gpioBank1);
  input clk;
  input[7:0] sw;
  output[3:0] gpioBank1;
  wire outG;
  squareWave #(392) G4 (clk, outG);
  assign gpioBank1[0] = outG & sw[7];
  wire outA;
  squareWave #(440) A4 (clk, outA);
  assign gpioBank1[1] = outA & sw[6];
  wire outB;
  squareWave #(494) B4 (clk, outB);
  assign gpioBank1[2] = outB & sw[5];
  wire outC;
  squareWave #(523) C4 (clk, outC);
  assign gpioBank1[3] = outC & sw[4];
endmodule
```

==> flow_summary.ini <==
; synthesis and place-and-route metrics
[sta]
fmax_mhz = 247
fin_crit_ns = 4.05
finalHoldViolCount = 0
worst_slew_pin_slew_ns = 0.781
skew_ns = 0.00795
tns_ns = 0
period_used_pct = 53.3
relSlewSlack_pct = 47.6
finalSetupViolations = 0
worst_slack_ns = 3.55
rsz0062_at_grt = false
finalMaxSlewViolations = 0

[clock_network]
cts.sinks = 172
numCtsBuffers = 17
path_clk_slew_ns = 0.07
clockRootBuffer = clkbuf_16
cts_resized = 0
cts_tree = built
ctsLongestPathBuffers = 2
cts_hold_buf = 0
htreeDepth = 4
clkLatencyLatePin_ns = 0.42
postCtsSetupBuffers = 0

[route]
drtPass1Iterations = 4
ant_nets = 0
viasPerCell = 4.64
avgRoutedWirePerCell_um = 11.3
num_vias = 4687
antenna_cells = 0
totalWireLength_mm = 11.4
drtIter0Drc = 211
drc = 0

[setup_path]
required_ns = 6.08
end_kind = output pin
arrival_ns = 2.53
criticalPathCategory = input pin to output pin
cp-start-kind = input pin
cp_max_fo = 1
rrSetupSlack_ns = 5.13

[global_routing]
gr-total-overflow = 0
grt_pass1_wl_mm = 20.0
grt_pass1_vias = 4263
grt_max_degree = 18
antenna_found_initial = 0
grt_usage_pct = 10.1

[logic_synthesis]
ys_cells = 678
syn_inst = 678
netlist-cell-type-count = 35
syn_area_um2 = 7090
synth-edff-count = 36
synthTopCellsByCount = dfxtp_1, xnor2_1, nor2_1
top_cells_by_area = dfxtp_1, edfxtp_1, xnor2_1
postSynth.asyncResetShare_pct = 0
ys_seq_share_pct = 53.6
yosysTopAreaCell = dfxtp_1
yosys_warnings = 7
most_common_cell = dfxtp_1
ff_type = dfxtp_1
synth_flops = 172
syn_area_per_cell_um2 = 10.5
top_area_share_pct = 38.4
yosys-stat-area_um2 = 7090

[placed_design]
port-buffer-count = 8
gp_congestion = 0.810
hpwl_mm = 7.42
place_ws_ns = 3.55
dp_cells = 978

[floorplanning]
core_um2 = 22900
die_area_um2 = 24300
rows = 55
io_pins = 21
die_y_um = 156
die_x_um = 156
initial_core_util_pct = 30.9

[hold_path]
hold_class = flop to flop

[cells_and_area]
fin_cells = 1010
drive_above_1_share_pct = 6.46
area_growth_pct = 13.3

[run_status]
run_status = complete, no violations

[power]
p_per_area_nw_per_um2 = 218
vdd_ir_drop_max_uv = 109
p_leak_uw = 0.00279

[job]
warning_count = 31
max-cap-violations = 0
-- layout by cell type (no fill, tap or decap), drive strengths merged, types with 6 or more instances in the layout --
cell / Yosys / layout
and3: 21 / 21
nor3: 22 / 22
ha: 6 / 6
inv: 21 / 30
nand3: 48 / 48
and2: 8 / 8
nand4: 48 / 48
and4: 16 / 16
nor2: 54 / 54
nor4: 43 / 43
or4: 6 / 6
edfxtp: 36 / 36
xnor2: 87 / 87
nand2: 35 / 35
clkbuf: 15 / 19
clkdlybuf4s50: 0 / 8
dfxtp: 136 / 136
xor2: 42 / 42
-- critical path, stage by stage --
cell and delay, ns:
clkdlybuf4s50_1 0.45, and2_1 0.11, clkdlybuf4s50_1 0.45
-- sequential cells by signal, summed over array words and instances (netlist names), 8 cells and up --
| register | count |
|---|---|
| nA4.counter | 32 |
| nB4.counter | 32 |
| nC4.counter | 32 |
| nG4.counter | 32 |
| noiseA.q | 8 |
| noiseB.q | 8 |
| noiseC.q | 8 |
| noiseG.q | 8 |
-- routing by layer --
metal | wire length [µm] | track usage, %
met5 | 0 | 0
met4 | 89 | 1.03
met3 | 427 | 2.29
met2 | 4760 | 14.4
met1 | 6140 | 16.4
-- logic make-up (layout without fill, tap and decap cells) --
kind of cell,Yosys count,after routing,synth area share (%)
buffers and inverters,44,63,2.74
adder cells (fa/ha/maj),6,6,1.06
flip-flops,172,172,53.6
XOR/XNOR,129,129,15.9
AND-OR/OR-AND,7,7,0.547
AND/OR/NAND/NOR,320,320,26.1
-- final timing paths --
kind	start	to	depth (start not counted)
worst max-delay path	btn[0]	gpioBank2[3]	3
worst min-delay path	nB4.out	ED_B.buffer	0
worst max register to register	nG4.counter[4]	nG4.out	3
worst min register to register	nB4.out	ED_B.buffer	0
-- area by class of cell --
cell class / count / area (µm²)
Multi-Input combinational cell: 462 / 3090
Fill cell: 2232 / 14900
Inverter: 21 / 78.8
Sequential cell: 172 / 3800
Timing Repair Buffer: 10 / 95.1
Tap cell: 313 / 392
Clock buffer: 19 / 443
Clock inverter: 13 / 125
-- power by group --
group          internal [µW]  leakage, µW  switching, µW
registers                927      0.00151              0
clock network            444     0.000272            381
logic                   1.76      0.00100          0.160
total                   1370      0.00279            381
-- metrics by stage --
| stage | hold slack [ns] | power (µW) | utilization (%) | instance area [µm²] |
|---|---|---|---|---|
| after floorplan | 0.348 | 949 | - | 7090 |
| after global placement | 0.352 | 950 | 32.6 | 7460 |
| after detailed placement | 0.354 | 950 | 32.6 | 7460 |
| after CTS | 0.371 | 1780 | 35.0 | 8030 |
| after global routing | 0.376 | 1820 | 35.0 | 8030 |
| final | 0.369 | 1750 | 35.0 | 8030 |
Power and IR drop assume default switching activity.
